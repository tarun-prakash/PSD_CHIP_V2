===== design.v =====
module uart_rx
    (output logic [17:0] rx_data,     
    output logic rx_empty,            
    input logic rx_in,                
    input logic uld_rx_data,          
    input logic rxclk,                
    input logic reset_n);              
logic [17:0] rx_reg;
logic [3:0] rx_sample_cnt;
logic [7:0] rx_cnt;  
logic rx_d1;
logic rx_d2;
logic rx_busy;
always_ff @ (posedge rxclk or negedge reset_n) begin
    if (!reset_n) begin
        rx_reg <= 18'b0; 
        rx_data <= 18'b0;
        rx_sample_cnt <= 4'b0000;
        rx_cnt <= 8'b0;
        rx_empty <= 1'b1;
        rx_d1 <= 1'b1;
        rx_d2 <= 1'b1;
        rx_busy <= 1'b0;
    end else begin
        rx_d1 <= rx_in;
        rx_d2 <= rx_d1;
        if (uld_rx_data) begin
            rx_data  <= rx_reg;
            rx_empty <= 1'b1;
        end
        if (!rx_busy && !rx_d2) begin
            rx_busy <= 1'b1;
            rx_sample_cnt <= 4'b0001;
            rx_cnt <= 8'b0;
        end
        if (rx_busy) begin
            rx_sample_cnt <= rx_sample_cnt + 1'b1;
            if (rx_sample_cnt == 4'd7) begin
                if ((rx_d2 == 1'b1) && (rx_cnt == 8'b0)) begin
                    rx_busy <= 1'b0;
                end 
                else begin
                    rx_cnt <= rx_cnt + 1'b1; 
                    if ((rx_cnt >= 8'd1) && (rx_cnt <= 8'd18)) begin
                        rx_reg[rx_cnt - 1'b1] <= rx_d2;
                    end
                    if ((rx_cnt > 8'd18)) begin
                        rx_busy <= 1'b0;
                        rx_empty <= 1'b0;
                    end
                end
            end 
        end 
    end
end  
endmodule

===== run.sh =====
#!/bin/bash
# OpenROAD 26Q1-2900-gdf79404cd8, Yosys 0.63+post, stock flow scripts
make -C /OpenROAD-flow-scripts/flow DESIGN_CONFIG=/design/flow/config.mk WORK_HOME=/design/flow/orfs finish

===== config.mk =====
export PLATFORM = sky130hd
export DESIGN_NAME = uart_rx
export DESIGN_NICKNAME = uart_rx
export VERILOG_FILES = /design/flow/design.v
export SDC_FILE = /design/flow/constraint.sdc
export NUM_CORES = 4
export LEC_CHECK = 1
export CORE_UTILIZATION = 40

===== constraint.sdc =====
current_design uart_rx

set clk_period 5.1
set clk_io_pct 0.2

create_clock -name clk0 -period $clk_period [get_ports {rxclk}]

set non_clock_inputs [all_inputs -no_clocks]
set_input_delay [expr $clk_period * $clk_io_pct] -clock clk0 $non_clock_inputs
set_output_delay [expr $clk_period * $clk_io_pct] -clock clk0 [all_outputs]

==> impl_metrics.tcl <==
# implementation run metrics
set metrics [dict create \
    path_class "flop to flop" \
    ys_chip_area_mm2 0.00273 \
    power_w 0.00140 \
    num_antenna_cells 0 \
    post_drt_via_cell_ratio 5.41 \
    cts_max_level 2 \
    power_density_mw_per_mm2 453 \
    rsz0062_at_grt "no" \
    drt_wl_total_mm 4.62 \
    hp-class "flop to flop" \
    yosys_register_bits 52 \
    logic_area_mm2 0.00134 \
    ys_top_cells_by_count "dfrtp_1 (49), mux2_2 (34), nand2_1 (17)" \
    seqCellArea_mm2 0.00131 \
    startpoint "rx_cnt[0]$_DFF_PN0_" \
    area_growth_pct 13.2 \
    vias 1796 \
    grt_pass1_wl_mm 8.29 \
    clock-root-buffer "clkbuf_8" \
    grt_pass1_vias 1740 \
    peakVddDrop_v 0.000307 \
    edf_count 0 \
    r2r_start "rx_cnt[0]$_DFF_PN0_" \
    antenna_found_initial 0 \
    flop_cell "dfrtp_1" \
    period_used_share 0.650 \
    postLayoutCellArea_mm2 0.00309 \
    fillers 584 \
    cp_cell_sequence "inv_1 > ha_1 > or4b_1 > nor2_1 > nand3b_1 > a31o_1 > a311oi_2 > mux2_2" \
    die_h_um 84.6 \
    period_needed_ns 3.31 \
    critPathLaunchType "flop" \
    chipArea_mm2 0.00716 \
    grt_max_degree 53 \
    drt-initial-drc-count 126 \
    final_antenna_net_count 0 \
    fmax_mhz 302 \
    critPathSlowestCell "a311oi_2" \
    synthDistinctLibCells 48 \
    overflow 0 \
    cap_viol_max_count 0 \
    wl_per_cell_um 13.9 \
    cts_inserted_buffers 5 \
    ios 23 \
    synth_stat.cells 238 \
    coreArea_mm2 0.00646 \
    top_cells_by_area "dfrtp_1 (45%), mux2_2 (14%), dfstp_2 (2.9%), xnor2_1 (2.9%), ha_1 (2.8%)" \
    synthCells 238 \
    fin_cells 332 \
    rows 29 \
    slew_violations 0 \
    drc 0 \
    synth_area_leader_cell "dfrtp_1" \
    top_cell_area_share 0.449 \
    clk_pin_slew_worst_paths_ns 0.09 \
    async_flop_share 1.00 \
    top_cell "dfrtp_1" \
    cts_setup_buffers 0 \
    warnings 29 \
    setup-violations-final 0 \
    status "complete, no violations" \
    drive_gt1_frac 0.216 \
    place_area_mm2 0.00298 \
    final.setup_skew_ns 0.00791 \
    tightest_slew_ns 0.912 \
    critPathBufInv 1 \
    fp_util 0.423 \
    cp.required_ns 5.34 \
    hold_buffers 0 \
    dp.cells 324 \
    avgSynthCellArea_um2 11.5 \
    setup_tns_ns 0 \
    cp_top_family "AND-OR/OR-AND gates" \
    cts_resized 0 \
    portBuffers 22 \
    fp.dieW_um 84.6 \
    cts_tree "built" \
    netlist_area_mm2 0.00273 \
    ys_warn_count 1 \
    dr.pass1.iters 6 \
    yosysSeqAreaShare 0.478 \
    clockBufferDepth 2 \
    critPathCaptureType "flop" \
    p_leak_nw 1.41 \
    track_usage 0.146 \
    crit_fanout 20 \
    min_from "rx_d1$_DFF_PN1_" \
    final-hold-violation-count 0 \
    clk_latency_ns 0.30 \
    slew_headroom 0.392 \
    gp_congestion 0.839 \
    arrival_ns 3.55 \
    cts_sinks 52 \
    max_stage_delay_ns 0.80 \
    dp_hpwl_mm 3.25 \
]
[area by class of cell]
| type | count | share of cell area |
|---|---|---|
| flip-flops and latches | 52 | 0.423 |
| clock buffers | 6 | 0.0235 |
| clock inverters | 2 | 0.0113 |
| repair buffers | 23 | 0.0721 |
| multi-input cells | 167 | 0.433 |
| well taps | 77 | 0.0312 |
| inverters | 5 | 0.00608 |
[per-layer routing]
layer	GRT usage	wire length, um	vias up	part of all wire
li1	-	-	895	-
met1	0.261	2550	877	0.55
met2	0.202	1920	19	0.42
met3	0.0209	104	5	0.023
met4	0.0169	46	0	0.010
met5	0	0	-	0
[report_power, final]
group / total, W / switching (W) / internal [W]
logic: 0.000598 / 0.000353 / 0.000245
registers: 0.000526 / 0.0000676 / 0.000459
clock network: 0.000273 / 0.000128 / 0.000146
[worst paths after layout]
path	to	slack, ns	cells after the start
setup reg to reg	rx_reg[2]$_DFFE_PN0P_	1.79	8
max in group asynchronous	rx_reg[17]$_DFFE_PN0P_	3.83	2
hold / removal	rx_d2$_DFF_PN1_	0.36	0
min in group asynchronous	rx_data[17]$_DFFE_PN0P_	0.81	2
setup / recovery	rx_reg[2]$_DFFE_PN0P_	1.79	8
hold reg to reg	rx_d2$_DFF_PN1_	0.36	0
[kinds of logic (layout without fill, tap and decap cells)]
kind of cell / count (synthesis) / in the layout / synth area share
flops: 52 / 52 / 0.478
buf+inv: 19 / 36 / 0.0316
fa+ha+maj: 6 / 6 / 0.0275
xor+xnor: 16 / 16 / 0.0541
simple gates: 84 / 84 / 0.188
mux: 41 / 41 / 0.167
compound gates: 20 / 20 / 0.0532
[placed cells by master, fill, tap and decap left out, drive strengths merged, types with 2 or more instances in the layout]
cell type	count
a31oi	2
o21ai	2
and4	2
o31ai	2
clkbuf	6
buf	2
xnor2	10
or4	2
nor3	6
nand4b	3
mux2	36
dfstp	3
nor2	13
mux2i	5
nand4	7
nand3b	4
dfrtp	49
nor4	8
xor2	6
nor4b	2
inv	5
nand3	6
a22o	4
a21oi	5
ha	6
and3	3
nand2	17
clkdlybuf4s50	21
nor2b	3
[worst reg2reg max path: cells and delay by family, from the launching register on]
kind,cells,cell delay (ns)
AND-OR/OR-AND,2,1.04
AND/OR/NAND/NOR,3,0.82
flip-flops,1,0.59
adder cells (fa/ha/maj),1,0.31
multiplexers,1,0.30
buffers and inverters,1,0.20
[stage by stage]
stage / hold WS, ns / utilization / worst slack [ns]
2_1_floorplan: 0.345 / - / 1.98
3_3_place_gp: 0.347 / 0.461 / 1.89
3_5_place_dp: 0.348 / 0.461 / 1.80
4_1_cts: 0.362 / 0.478 / 1.78
5_1_grt: 0.367 / 0.478 / 1.45
6_report: 0.359 / 0.478 / 1.79
